--- run.sh ---
#!/bin/bash
# OpenROAD 26Q1-2900-gdf79404cd8, Yosys 0.63+post, stock flow scripts
make -C /OpenROAD-flow-scripts/flow DESIGN_CONFIG=/design/flow/config.mk WORK_HOME=/design/flow/orfs finish
--- config.mk ---
export PLATFORM = sky130hd
export DESIGN_NAME = regfile
export DESIGN_NICKNAME = regfile
export VERILOG_FILES = /design/flow/design.v
export SDC_FILE = /design/flow/constraint.sdc
export NUM_CORES = 4
export LEC_CHECK = 1
export CORE_UTILIZATION = 30
--- constraint.sdc ---
current_design regfile

set clk_period 5.4
set clk_io_pct 0.2

create_clock -name clk0 -period $clk_period [get_ports {clk}]

set non_clock_inputs [all_inputs -no_clocks]
set_input_delay [expr $clk_period * $clk_io_pct] -clock clk0 $non_clock_inputs
set_output_delay [expr $clk_period * $clk_io_pct] -clock clk0 [all_outputs]
--- design.v ---
module mux2to1 (in0,in1, s,out);
	input  in0,in1;	
	input s;
	output out;
	wire [1:0] inOut;
	wire sNot;
	not (sNot, s);
	and a1 (inOut[0], in0, sNot);
	and a2 (inOut[1], in1, s);
	or o1 (out, inOut[0], inOut[1]);
endmodule
module f2oMux (in,s,out);
	input [3:0]in;
	input [1:0] s;    
	output out;
  wire aOut1, aOut2,aOut3,aOut4;
	and a1(aOut1,s[1],s[0],in[3]);
	and a2(aOut2,s[1],~s[0],in[2]);
	and a3(aOut3,~s[1],s[0],in[1]);
	and a4(aOut4,~s[1],~s[0],in[0]);
	or o1(out,aOut1,aOut2,aOut3,aOut4);
endmodule 
module s2oMux(in,s,out);
	input [15:0]in;
	input [3:0] s;
	reg [3:0] Output;	  
	output out;
	f2oMux m0 (in[3:0], s[1:0],Output[0]);
	f2oMux m1 (in[7:4], s[1:0],Output[1]);
	f2oMux m2 (in[11:8], s[1:0],Output[2]);
	f2oMux m3 (in[15:12], s[1:0],Output[3]);
	f2oMux m4 (Output, s[3:2],out);
endmodule 
module mux30_2to1(Input0, Input1, s,Out);
	input [29:0] Input0;
	input [29:0] Input1;
	input s;
	output [29:0] Out;
	genvar i;
	generate 
		for (i = 0; i<30; i++) begin: eachMux
			mux2to1 m2(.in0(Input0[i]),.in1(Input1[i]),.s(s),.out(Out[i]));
		end
	endgenerate 
endmodule
module mux32_2to1(Input0, Input1, s,Out);
	input [31:0] Input0;
	input [31:0] Input1;
	input s;
	output [31:0] Out;
	genvar i;
	generate 
		for (i = 0; i<32; i++) begin: eachMux
			mux2to1 m2(.in0(Input0[i]),.in1(Input1[i]),.s(s),.out(Out[i]));
		end
	endgenerate 
endmodule
module t2oMux (in,s,out);
	input [31:0] in;
	input [4:0] s;
	reg [1:0] Output;
	output out;
	s2oMux s0(in[15:0],s[3:0],Output[0]);
	s2oMux s1(in[31:16],s[3:0],Output[1]);
	reg aOut1,aOut2;
	and(aOut1,Output[1],s[4]);
	and(aOut2,Output[0],~s[4]);
	or o1(out,aOut1,aOut2);
endmodule 
module mux32_4to32(in,s,out);
	input reg[3:0][31:0]in;
	output [31:0]out;
	input [1:0] s;  
	wire  [31:0][3:0] tempArr;  
	genvar row, colm;
	generate
		for(row = 0; row < 4; row++) begin : eachR
			for(colm = 0; colm < 32; colm++) begin : eachS
				buf R(tempArr[colm][row], in[row][colm]);
			end
		end
	endgenerate
	genvar i;
	generate
		for(i = 0; i < 32; i++) begin : eachM
			f2oMux t0 (tempArr[i],s,out[i]);
		end
	endgenerate
endmodule 
module t2t2tot2Mux(arr,s,out);
	input reg[31:0][31:0]arr;
	output [31:0]out;
	input [4:0] s;  
	wire  [31:0][31:0] tempArr;  
	genvar row, colm;
	generate
		for(row = 0; row < 32; row++) begin : eachR
			for(colm = 0; colm < 32; colm++) begin : eachS
				buf R(tempArr[colm][row], arr[row][colm]);
			end
		end
	endgenerate
	genvar i;
	generate
		for(i = 0; i < 32; i++) begin : eachM
			t2oMux t0 (tempArr[i],s,out[i]);
		end
	endgenerate
endmodule 
module regfile (ReadData1, ReadData2, WriteData, ReadRegister1, ReadRegister2, WriteRegister, RegWrite, clk);
	input [4:0] ReadRegister1, ReadRegister2, WriteRegister;
	input RegWrite, clk;
	input [31:0] WriteData;
	output [31:0] ReadData1, ReadData2;	
	wire reset = 0;
	wire [31:0] SelectRegister;
	wire [31:0][31:0] routReg;
	decoder5to32 d1(.in(WriteRegister), .out(SelectRegister), .enable(RegWrite));
	assign routReg[0] = 32'b0;
	genvar i;
	generate 
		for (i = 1;i <32;i++) begin: eachReg32
			reg32 register(.in(WriteData),.out(routReg[i]),.decoderOut(SelectRegister[i]),.reset(reset), .clk(clk));
		end
	endgenerate
   t2t2tot2Mux mux1(.arr(routReg),.s(ReadRegister1),.out(ReadData1));
	t2t2tot2Mux mux2(.arr(routReg),.s(ReadRegister2),.out(ReadData2));
endmodule
module reg32 (in, out, decoderOut,reset, clk);
	input reset,clk;
	input decoderOut;   
	input [31:0] in;  
	output reg [31:0] out;
	reg [31:0] d;
	genvar i;
	generate 
		for (i = 0;i <32;i++) begin: eachDff
			mux2to1 m1 (.in0(out[i]), .in1(in[i]),.s(decoderOut),.out(d[i]));
			D_FF dFF(.q(out[i]), .d(d[i]),.reset(reset), .clk(clk));
		end
	endgenerate
endmodule
 module D_FF (q, d, reset, clk);
	output reg q;
	input d, reset, clk;
	always @(posedge clk)
	if (reset)
		q <= 0;  
	else
		q <= d;  
endmodule
module decoder2to4 (in, out, enable);
	input [1:0] in;
	input enable;
	output [3:0]out;
	wire [1:0] notOut;
	not n1(notOut[1], in[1]);
	not n2(notOut[0], in[0]);
	and a0(out[0], enable, notOut[0], notOut[1]);
	and a1(out[1], enable, in[0], notOut[1]);
	and a2(out[2], enable, notOut[0], in[1]);
	and a3(out[3], enable, in[0], in[1]);
endmodule
module decoder3to8 (in,out,enable);
	input [2:0] in;
	input enable;
	output [7:0]out;
	wire [2:0] notOut;
	not n1(notOut[2], in[2]);
	not n2(notOut[1], in[1]);
	not n3(notOut[0], in[0]);
	and a0(out[0], enable, notOut[0], notOut[1], notOut[2]);
	and a1(out[1], enable, in[0], notOut[1],notOut[2]);
	and a2(out[2], enable, notOut[0], in[1],notOut[2]);
	and a3(out[3], enable, in[0], in[1], notOut[2]);
	and a4(out[4], enable, notOut[0],notOut[1],in[2]);
	and a5(out[5], enable, in[0],notOut[1],in[2]);
	and a6(out[6], enable, notOut[0], in[1], in[2]);
	and a7(out[7], enable, in[0], in[1], in[2]);
endmodule
module decoder5to32 (in, out, enable);
	input [4:0] in;
	input enable;
	output [31:0] out;
	wire [3:0] enableOut;
	decoder3to8 d1 (in[2:0], out[7:0], enableOut[0]);
	decoder3to8 d2 (in[2:0], out[15:8], enableOut[1]);
	decoder3to8 d3 (in[2:0], out[23:16], enableOut[2]);
	decoder3to8 d4 (in[2:0], out[31:24], enableOut[3]);
	decoder2to4 d5 (in[4:3], enableOut, enable);
endmodule
==> Slide: Implementation Results <==
Key Metrics from the Run

Power
  – Clk pwr share: 38.9%
  – Net switching fraction of the power: 23.54%
  – Pleak: 0.01775 uW
  – Maximum vdd drop: 266.6 uV
  – Seq pwr share: 51.2%
  – Power density over the cells: 310.4 nW/um^2
  – P_sw: 3954 uW
  – Cell-internal power: 12,850 uW
  – Combinational Power Share: 9.9%

Synthesis
  – Post-synthesis cell count: 2,846
  – Post-synthesis async set-or-reset flop share: 0%
  – YS chip area: 47,080 sq um
  – Biggest area cells: edfxtp_1, mux4_2, mux2i_1
  – Yosys top cell by area: edfxtp_1
  – Top cell type's share of synthesized area: 63.27%
  – Syn avg cell area: 16.54 sq um
  – Yosys Instances: 2,846
  – Syn. warnings: 1
  – Post-synthesis cell type count: 47
  – Mapped Area: 47,080 sq um
  – Dominant flop cell: edfxtp_1
  – Seq share, synth: 63.27%
  – Post-synth EDFFs: 992
  – Yosys reg bits: 992

Setup path
  – Worst setup SP type: primary input
  – Crit path max-delay family: AND-OR/OR-AND gates
  – Crit-path max FO: 34
  – Buf/Inv on CP: 3
  – Arrival @ worst endpoint: 3950 ps
  – Worst Setup Path Type: in -> out
  – Max incr delay on CP: 880 ps
  – Worst Path Required: 4320 ps
  – CP Capture Type: output port
  – CP cell instances: buf_6, inv_2, nand3_1, o22ai_1, a2111oi_0, nor2_1, clkdlybuf4s50_1
  – CP max stage cell: a2111oi_0

GRT
  – First-pass GRT wire length: 218.6 mm
  – Total grt overflow: 0
  – Largest net degree at the start of global routing: 68
  – Number of global-route vias before repair: 30,770
  – Initial antenna violation count: 7
  – GRT Resource Usage Total: 20.69%

Final timing
  – Worst slew pin tran: 961.0 ps
  – FMAX: 198.9 MHz
  – Period utilisation layout: 93.12%
  – Hold Vio Cnt, Final: 0
  – Worst setup margin: 371.8 ps
  – RSZ-0062 raised after global routing: no
  – Hold_ws: 1210 ps
  – Minimum clock period: 5028 ps
  – Slew Limit Fails: 0
  – Setup violators final: 0
  – Slew headroom: 34.27%
  – Fin Setup TNS: 0 ps

Floorplanning
  – Site Rows: 145
  – Die span in y: 398.1 microns
  – # IOs: 113
  – Die W: 398.1 microns
  – Core Density at Floorplan: 30.17%
  – Core area: 156,000 sq um
  – Chip Area: 158,500 sq um

Routing
  – Post-route ant nets: 0
  – Wire length per cell: 30.15 microns
  – Via count: 28,680
  – DR DRC count: 0
  – Drt pass-1 iters: 8
  – Via density per instance: 5.610
  – Starting DRC count in detailed routing: 1,708
  – Detailed-route wire length: 154.1 mm

Clock tree
  – Total CTS buffers: 96
  – # clock sinks: 992
  – Clock H-tree levels: 3
  – CTS root buf: clkbuf_16
  – Post-CTS Setup Inserts: 0
  – # resized after CTS: 0
  – Worst-path clk slew: 60 ps
  – CTS tree: done
  – Clock Tree Buf Depth: 3
  – Hold_buf cts: 0

Final layout
  – Comb area: 15,770 sq um
  – Final Instance Count excl. Fillers: 5,111
  – Top Layout Cells: edfxtp_1, mux2i_1, mux4_2
  – Ratio of cells with drive above 1 in the final layout: 24.38%
  – Fillers: 14,590
  – Layout area overhead: 14.98%
  – Final Util: 34.69%
  – Top cell excl fill/tap: edfxtp_1
  – Seq. cell area: 29,790 sq um

Placed design
  – Pre-CTS WS: 369.6 ps
  – Inst Count DP: 4,938
  – IO Port Bufs: 112
  – Final HPWL DP: 92.62 mm
  – Placer Congestion: 0.8966

Outcome
  – Status: completed

Job
  – Max cap viols: 0
  – Tool Warnings: 25

Hold path
  – Min-delay worst type: in -> reg
-- power by group through the flow --
stage / registers, uW / clock network [uW] / logic [uW]
6_report: 8600 / 6540 / 1660
5_1_grt: 8610 / 6910 / 1770
4_1_cts: 8600 / 6620 / 1660
-- final timing paths --
kind,startpoint,end,slack (ps),cells after the start
max,ReadRegister1[0],ReadData1[9],370,7
min,WriteData[17],flop,1210,2
-- synth_stat cells, types with 2 or more instances --
cell,count
nor2b_1,4
buf_6,32
nor3_1,31
buf_2,79
a2111oi_0,12
a21o_1,2
o2111ai_1,11
and2_1,2
o221a_2,2
a211oi_1,31
o21ai_0,14
o22a_1,26
nand2_1,175
buf_1,16
or3_1,14
nand3_1,14
o221ai_1,31
nand3_2,2
mux2_2,45
a2111o_1,31
nor2_1,259
mux4_2,291
edfxtp_1,992
nand4_1,2
clkbuf_1,49
buf_4,101
inv_2,2
a2111oi_2,15
o22ai_1,105
or3b_1,4
nand2b_1,2
a2111oi_1,4
mux2i_1,337
a221oi_1,35
nor3b_1,2
a21oi_1,61
-- area by class of cell --
| cell class | count | area share [%] |
|---|---|---|
| multi-input cells | 1572 | 29.13 |
| repair buffers | 312 | 5.545 |
| clock inverters | 59 | 0.9477 |
| flip-flops and latches | 992 | 55.03 |
| inverters | 4 | 0.02774 |
| diodes | 1 | 0.004623 |
| clock buffers | 113 | 4.556 |
| well taps | 2058 | 4.757 |
-- through the flow --
stage          power [uW]  instance area [sq um]
2_1_floorplan        9728                  47080
3_3_place_gp        10410                  51150
3_5_place_dp        10420                  51150
4_1_cts             16880                  54130
5_1_grt             17280                  54130
6_report            16800                  54130
-- layer usage --
metal	up-vias	share of wire (%)	global-route usage (%)
li1	11860	-	-
met1	14300	32	22.34
met2	2218	45	29.76
met3	290	21	19.17
met4	8	2.6	4.399
met5	-	0.086	0.6356
-- logic make-up (layout without fill, tap and decap cells) --
kind of cell / Yosys count / in the layout / synth area share [%]
muxes: 673 / 673 / 22.16
AOI/OAI and AO/OA: 382 / 382 / 6.259
and+or+nand+nor: 517 / 517 / 4.529
buffers and inverters: 282 / 488 / 3.777
other: 0 / 1 / 0
DFF: 992 / 992 / 63.27
No activity file was given, so power comes from the tool's default toggle rates.
