`/design/flow/config.mk`:
```
export PLATFORM = sky130hd
export DESIGN_NAME = alu
export DESIGN_NICKNAME = alu
export VERILOG_FILES = /design/flow/design.v
export SDC_FILE = /design/flow/constraint.sdc
export NUM_CORES = 4
export LEC_CHECK = 1
export CORE_UTILIZATION = 30
```
`/design/flow/design.v`:
```
module alu (Output, CarryOut, zero, overflow, negative, BussA, BussB, ALUControl);
	input [31:0] BussA, BussB;
	input [1:0] ALUControl;
	output zero, overflow, negative, CarryOut;
	wire neg;
	output [31:0] Output;
	reg [31:0] Output;
	wire [31:0] CARRYOUT;
	wire[31:0] AddSubOut, XOROut;
	wire SLTOut;
	wire subtract;
	or (subtract, ALUControl[0], ALUControl[1]);
	assign CarryOut = CARRYOUT[31];
	wire muxOut;
	mux2to1 t1 (.in0(BussB[0]),.in1(~BussB[0]),.s(subtract),.out(muxOut));
	adder  f1 (.a(BussA[0]),.b(muxOut),.cin(subtract),.cout(CARRYOUT[0]),.s(AddSubOut[0]));
	genvar i;
	generate 
	for(i = 1; i < 32; i++) begin : eachAdder
			wire mOut;
			mux2to1 tm (.in0(BussB[i]),.in1(~BussB[i]),.s(subtract),.out(mOut));
			adder  fA (.a(BussA[i]),.b(mOut),.cin(CARRYOUT[i-1]),.cout(CARRYOUT[i]),.s(AddSubOut[i]));
		end
	endgenerate
	xor(overflow, CARRYOUT[31], CARRYOUT[30]);
	assign neg = AddSubOut[31];
	genvar j;
	generate
	for (j = 0; j < 32; j++) begin: eachXOR
			xor(XOROut[j], BussA[j], BussB[j]);
		end
	endgenerate
	xor (SLTOut, overflow, neg); 
	wire [3:0][31:0] outputArray;  
	assign outputArray[0] = AddSubOut;
	assign outputArray[1] = XOROut;
	assign outputArray[2] = AddSubOut;
	assign outputArray[3] = {{31{1'b0}}, SLTOut};
	mux32_4to32 m1(.in(outputArray),.s(ALUControl),.out(Output));
	assign negative = Output[31];
	genvar k;
   wire [30:0] rOut;
	or(rOut[0],Output[1],Output[0]);
	generate 
	for (k = 2; k < 32; k++) begin: eachor	
			or o1(rOut[k-1],rOut[k-2],Output[k]);
		end
	endgenerate
	not n1(zero,rOut[30]);
endmodule 
module adder(a,b,cin,cout,s);
	input a,b,cin;
	output cout,s;
	wire s1,c1,c2,c3;
	xor(s1,a,b);
	xor(s,cin,s1);
	and(c1,a,b);
	and(c2,b,cin);
	and(c3,a,cin);
	or(cout,c1,c2,c3);
endmodule 
module adder32 (Op1,Op2,Sum);
	input [29:0] Op1;
	input [29:0] Op2;
	output[29:0] Sum;	
	reg [29:0] CARRYOUT;
	adder  f1 (.a(Op1[0]),.b(Op2[0]),.cin(1'b0),.cout(CARRYOUT[0]),.s(Sum[0]));
	genvar i;
	generate 
	for(i = 1; i < 30; i++) begin : eachAdder
			wire mOut;
			adder  fA (.a(Op1[i]),.b(Op2[i]),.cin(CARRYOUT[i-1]),.cout(CARRYOUT[i]),.s(Sum[i]));
		end
	endgenerate
endmodule 
module mux2to1 (in0,in1, s,out);
	input  in0,in1;	
	input s;
	output out;
	wire [1:0] inOut;
	wire sNot;
	not (sNot, s);
	and a1 (inOut[0], in0, sNot);
	and a2 (inOut[1], in1, s);
	or o1 (out, inOut[0], inOut[1]);
endmodule
module f2oMux (in,s,out);
	input [3:0]in;
	input [1:0] s;    
	output out;
  wire aOut1, aOut2,aOut3,aOut4;
	and a1(aOut1,s[1],s[0],in[3]);
	and a2(aOut2,s[1],~s[0],in[2]);
	and a3(aOut3,~s[1],s[0],in[1]);
	and a4(aOut4,~s[1],~s[0],in[0]);
	or o1(out,aOut1,aOut2,aOut3,aOut4);
endmodule 
module s2oMux(in,s,out);
	input [15:0]in;
	input [3:0] s;
	reg [3:0] Output;	  
	output out;
	f2oMux m0 (in[3:0], s[1:0],Output[0]);
	f2oMux m1 (in[7:4], s[1:0],Output[1]);
	f2oMux m2 (in[11:8], s[1:0],Output[2]);
	f2oMux m3 (in[15:12], s[1:0],Output[3]);
	f2oMux m4 (Output, s[3:2],out);
endmodule 
module mux30_2to1(Input0, Input1, s,Out);
	input [29:0] Input0;
	input [29:0] Input1;
	input s;
	output [29:0] Out;
	genvar i;
	generate 
		for (i = 0; i<30; i++) begin: eachMux
			mux2to1 m2(.in0(Input0[i]),.in1(Input1[i]),.s(s),.out(Out[i]));
		end
	endgenerate 
endmodule
module mux32_2to1(Input0, Input1, s,Out);
	input [31:0] Input0;
	input [31:0] Input1;
	input s;
	output [31:0] Out;
	genvar i;
	generate 
		for (i = 0; i<32; i++) begin: eachMux
			mux2to1 m2(.in0(Input0[i]),.in1(Input1[i]),.s(s),.out(Out[i]));
		end
	endgenerate 
endmodule
module t2oMux (in,s,out);
	input [31:0] in;
	input [4:0] s;
	reg [1:0] Output;
	output out;
	s2oMux s0(in[15:0],s[3:0],Output[0]);
	s2oMux s1(in[31:16],s[3:0],Output[1]);
	reg aOut1,aOut2;
	and(aOut1,Output[1],s[4]);
	and(aOut2,Output[0],~s[4]);
	or o1(out,aOut1,aOut2);
endmodule 
module mux32_4to32(in,s,out);
	input reg[3:0][31:0]in;
	output [31:0]out;
	input [1:0] s;  
	wire  [31:0][3:0] tempArr;  
	genvar row, colm;
	generate
		for(row = 0; row < 4; row++) begin : eachR
			for(colm = 0; colm < 32; colm++) begin : eachS
				buf R(tempArr[colm][row], in[row][colm]);
			end
		end
	endgenerate
	genvar i;
	generate
		for(i = 0; i < 32; i++) begin : eachM
			f2oMux t0 (tempArr[i],s,out[i]);
		end
	endgenerate
endmodule 
module t2t2tot2Mux(arr,s,out);
	input reg[31:0][31:0]arr;
	output [31:0]out;
	input [4:0] s;  
	wire  [31:0][31:0] tempArr;  
	genvar row, colm;
	generate
		for(row = 0; row < 32; row++) begin : eachR
			for(colm = 0; colm < 32; colm++) begin : eachS
				buf R(tempArr[colm][row], arr[row][colm]);
			end
		end
	endgenerate
	genvar i;
	generate
		for(i = 0; i < 32; i++) begin : eachM
			t2oMux t0 (tempArr[i],s,out[i]);
		end
	endgenerate
endmodule 
```
`/design/flow/run.sh`:
```
#!/bin/bash
# OpenROAD 26Q1-2900-gdf79404cd8, Yosys 0.63+post, stock flow scripts
make -C /OpenROAD-flow-scripts/flow DESIGN_CONFIG=/design/flow/config.mk WORK_HOME=/design/flow/orfs finish
```
`/design/flow/constraint.sdc`:
```
current_design alu

set clk_period 28.3
set clk_io_pct 0.2

create_clock -name clk0 -period $clk_period

set non_clock_inputs [all_inputs -no_clocks]
set_input_delay [expr $clk_period * $clk_io_pct] -clock clk0 $non_clock_inputs
set_output_delay [expr $clk_period * $clk_io_pct] -clock clk0 [all_outputs]
```
==> load_flow_metrics.sql <==
-- metrics for the results database
INSERT INTO impl_metrics (metric_group, metric, value, unit) VALUES
('synth', 'post_synth_inst_count', '219', ''),
('layout', 'total_of_clock_buffers_placed_in_the_layout', '0', ''),
('die', 'die.size.x', '82.69', 'µm'),
('synth', 'synth-warning-count', '0', ''),
('synth', 'post_synth_instance_area', '0.001953', 'mm²'),
('synth', 'top_cells_by_area', 'fa_1 (33%), xnor2_1 (27%), buf_4 (13%)', ''),
('drt', 'route.vias.total', '1581', ''),
('synth', 'yosys_top_cell_by_area', 'fa_1', ''),
('timing', 'slew_headroom', '0.6656', ''),
('setup_path', 'required_time_of_the_critical_path', '22.64', 'ns'),
('grt', 'gr-total-overflow', '0', ''),
('setup_path', 'worst_ep_arrival_time', '19.99', 'ns'),
('timing', 'whs', '12.38', 'ns'),
('setup_path', 'timing.critical_path.slowest_cell_delay', '0.51', 'ns'),
('drt', 'drcViolationCount', '0', ''),
('setup_path', 'critical_path.endpoint', 'zero', ''),
('place', 'placement.io_buffers', '102', ''),
('setup_path', 'timing.critical_path.from', 'ALUControl[0]', ''),
('grt', 'vias_in_the_first_global_route', '1446', ''),
('layout', 'post_route_cells_drive_above_1_share', '0.02491', ''),
('layout', 'layout-area-overhead-vs-synth', '42.60', '%'),
('place', 'hpwlAfterDp', '3735', 'µm'),
('die', 'fp-utilization', '0.3094', ''),
('timing', 'finalWorstSetupSlack', '2.652', 'ns'),
('die', 'core', '0.006314', 'mm²'),
('grt', 'busiest_layer_in_global_routing', 'met1', ''),
('die', 'die_y', '82.69', 'µm'),
('timing', 'worst_slew_pin_slew', '0.5016', 'ns'),
('drt', 'per_cell_via_count_in_the_routed_design', '4.416', ''),
('die', 'io_pins', '102', ''),
('drt', 'antenna_left', '0', ''),
('setup_path', 'critPathBufInv', '6', ''),
('synth', 'yosysSeqAreaShare', '0', ''),
('grt', 'gr-usage-met1', '0.2231', ''),
('die', 'die-area', '0.006837', 'mm²'),
('setup_path', 'capturing_element_type_of_the_critical_path', 'output pin', ''),
('drt', 'route.final.wire_length', '4528', 'µm'),
('run', 'stage_log_warnings', '33', ''),
('timing', 'finalSetupTns', '0', 'ns'),
('layout', 'area.sequential', '0', 'µm²'),
('grt', 'largest_net_degree_at_the_start_of_global_routing', '36', ''),
('synth', 'synth.lib_cells_used.distinct', '19', ''),
('min_path', 'hp-class', 'in -> out', ''),
('run', 'cap_viol_max_count', '0', ''),
('grt', 'antenna_violations_before_repair', '0', ''),
('setup_path', 'largest_fanout_on_the_critical_path', '35', ''),
('grt', 'met3_track_demand_over_resource_in_global_routing', '0.01449', ''),
('timing', 'grt_setup_unrepaired', 'no', ''),
('timing', 'total_count_of_hold_check_failures_in_the_final_report', '0', ''),
('setup_path', 'timing.critical_path.slowest_stage_cell', 'clkdlybuf4s50_1', ''),
('timing', 'finalCriticalPeriod', '25.65', 'ns'),
('drt', 'wire_per_inst', '12.65', 'µm'),
('clock_tree', 'ctsResizeCount', '0', ''),
('drt', 'drtIter0Drc', '34', ''),
('status', 'run_status', 'completed', ''),
('clock_tree', 'post-cts-setup-buffer-count', '0', ''),
('setup_path', 'crit_path_start_kind', 'input port', ''),
('synth', 'synth.yosys.chip_area', '0.001953', 'mm²'),
('setup_path', 'worst_path_dominant_cell_family', 'adder cells', ''),
('grt', 'gr-usage-met2', '0.2107', ''),
('pwr', 'vdd.ir_drop.worst', '10.92', 'µV'),
('grt', 'grt_first_pass_wirelength', '6893', 'µm'),
('clock_tree', 'number_of_hold_buffers_added_after_cts', '0', ''),
('grt', 'track_usage', '0.1364', ''),
('synth', 'yosysTopAreaCellShare', '0.3280', ''),
('layout', 'core_utilization_of_the_finished_layout', '0.4411', ''),
('timing', 'post-route-period-util', '0.9063', ''),
('place', 'post-place-cells', '358', ''),
('layout', 'fillers', '611', ''),
('die', 'placement_rows', '29', ''),
('synth', 'synth-cells-yosys', '219', '');
[report_power, final]
part	internal, mW	total [mW]	switching (mW)	leakage, nW
combinational	0.0432	0.0720	0.0288	1.01
sequential	0	0	0	0
clock	0	0	0	0
[stage by stage]
step	power, mW	cell area, µm²
final	0.07202	2785
after global routing	0.08207	2785
after CTS	0.07347	2785
after detailed placement	0.07292	2785
after global placement	0.07229	2785
after floorplan	0.04672	1953
[Yosys cell counts, drive strengths merged]
cell type,instances
xnor2,60
buf,42
fa,32
inv,32
o22ai,31
nor4,7
nand2b,3
xor2,3
nand2,2
nor2,2
or4,2
a31oi,1
nand4,1
o31ai,1
[how the worst min path moves through the flow]
stage	from	endpoint	slack (ns)
CTS	BussA[0]	Output[0]	12.37
global route	BussA[0]	Output[0]	12.42
finish	BussA[0]	Output[0]	12.38
[cells by family (layout without fill, tap and decap cells)]
logic type      Yosys count  count (layout)  share of synthesized area
xor+xnor                 63              63                     0.2825
simple gates             17              17                    0.05766
buf+inv                  74             136                     0.2191
compound gates           33              33                     0.1127
fa+ha+maj                32              32                     0.3280
[metal layers]
metal | vias up | routed length, µm
li1 | 799 | -
met1 | 723 | 2169
met2 | 59 | 2007
met3 | 0 | 352
met4 | 0 | 0
met5 | - | 0
[placed cells by master (no fill, tap or decap), drive strengths merged, types with 3 or more instances in the layout]
master         Yosys  final
clkdlybuf4s50      0    102
fa                32     32
inv               32     32
nand2b             3      3
nor4               7      7
o22ai             31     31
xnor2             60     60
xor2               3      3
[cell type report]
cell class	count	area (µm²)	share of cell area
Multi-Input combinational cell	145	1533	0.5503
Timing Repair Buffer	104	1036	0.3720
Inverter	32	120.1	0.04313
Tap cell	77	96.34	0.03459
[worst min-delay path: cells and delay by family]
| kind | cells | cell delay, ns |
|---|---|---|
| AOI/OAI and AO/OA | 1 | 0.12 |
| and+or+nand+nor | 1 | 0.09 |
| buffers and inverters | 2 | 0.84 |
Power is estimated from default activity; no workload was simulated.
